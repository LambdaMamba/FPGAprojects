**design/flow/run.sh**
```bash
#!/bin/bash
# OpenROAD 26Q1-2900-gdf79404cd8, Yosys 0.63+post, stock flow scripts
make -C /OpenROAD-flow-scripts/flow DESIGN_CONFIG=/design/flow/config.mk WORK_HOME=/design/flow/orfs finish
```
**design/flow/config.mk**
```make
export PLATFORM = sky130hd
export DESIGN_NAME = FSM1
export DESIGN_NICKNAME = FSM1
export VERILOG_FILES = /design/flow/design.v
export SDC_FILE = /design/flow/constraint.sdc
export NUM_CORES = 4
export LEC_CHECK = 1
export CORE_AREA = 10 10 86 86
export DIE_AREA = 0 0 96 96
```
**design/flow/constraint.sdc**
```tcl
current_design FSM1

set clk_period 1.1
set clk_io_pct 0.2

create_clock -name clk0 -period $clk_period [get_ports {clock}]

set non_clock_inputs [all_inputs -no_clocks]
set_input_delay [expr $clk_period * $clk_io_pct] -clock clk0 $non_clock_inputs
set_output_delay [expr $clk_period * $clk_io_pct] -clock clk0 [all_outputs]
```
**design/flow/design.v**
```verilog
module FSM1(clock, reset, w, z, stateLED);
    input clock;
    input reset;
    input w;
    output reg z;
    output[8:0] stateLED;
    reg [8:0] present;
    reg [8:0] next;
    parameter A = 9'b000000001;
    parameter B = 9'b000000010;
    parameter C = 9'b000000100;
    parameter D = 9'b000001000;
    parameter E = 9'b000010000;
    parameter F = 9'b000100000;
    parameter G = 9'b001000000;
    parameter H = 9'b010000000;
    parameter I = 9'b100000000;
    parameter w0 = 1'b0;
    parameter w1 = 1'b1;
    assign stateLED = present;
    always @(present, w)
    begin
        case(present)
        A:
        begin
            case(w)
            w0: next = B;
            w1: next = F;
            endcase
        end
        B:
        begin
            case(w)
            w0: next = C;
            w1: next = F;
            endcase
        end
        C:
        begin
            case(w)
            w0: next = D;
            w1: next = F;
            endcase
        end
        D:
        begin
            case(w)
            w0: next = E;
            w1: next = F;
            endcase
        end
        E:
        begin
            case(w)
            w0: next = E;
            w1: next = F;
            endcase
        end
        F:
        begin
            case(w)
            w0: next = B;
            w1: next = G;
            endcase
        end
        G:
        begin
            case(w)
            w0: next = B;
            w1: next = H;
            endcase
        end
        H:
        begin
            case(w)
            w0: next = B;
            w1: next = I;
            endcase
        end
        I:
        begin
            case(w)
            w0: next = B;
            w1: next = I;
            endcase
        end
        endcase
    end
    always @(posedge clock)
    begin
        if(present==E || present==I)
            z = 1'b1;
        else
            z = 1'b0;
    end
    always @(posedge clock)
    begin
        if (reset==1'b0)  
            present = A;  
        else
            present = next;
    end
endmodule
```
==> impl_metrics.ini <==
; flow metrics
[route]
antenna_cells = 0
wirelength_um = 1683
routed_via_density = 3.379
vias = 588
drc = 0
antenna_left = 0
drtIter0Drc = 38
wire_per_inst_um = 9.672
firstDrtPassIters = 4

[final_layout]
finalInstanceArea_sq_um = 1049
syn_to_final_growth_pct = 55.76
regArea_sq_um = 330.3
combGateArea_sq_um = 321.6
drive_gt1_frac = 0.3333
n_fill_cell = 617

[critical_path]
crit_fanout = 2
rrSetupSlack_ns = -0.11
cp_slowest_cell = or4_4
rr_worst_depth = 3
endpoint_kind = flop
critPathArrivalTime_ns = 1.34
crit_required_ns = 1.24
path_buffers = 0
crit_chain = or2_4 > or4_4 > nor4_2
startpoint_type = flop
crit_family = simple AND/OR/NAND/NOR gates
rr_startpoint = present[0]$_SDFF_PN1_
slowest_delay_ns = 0.42
crit_type = flop to flop
timing.rr.end = z$_DFF_P_

[pwr]
switchingPower_mw = 0.1971
p_int_mw = 0.7666
power.density_nw_per_um2 = 919.1
swShare = 0.2045
pwr-share-clk = 0.473
finalPower_mw = 0.9637
seq_power_share = 0.417
combPwrFrac = 0.110
cellLeakagePower_nw = 0.4742
peakVddDrop_mv = 0.4521

[synth]
post-synth-top-count-cell = dfxtp_1
yosys_area_sq_um = 673.1
ys_types = 27
netlist.area_leader.share = 0.2974
synthCells = 72
top_cells_by_count = 10 x dfxtp_1, 8 x and2_1, 8 x dlxtn_1, 5 x o21ai_0
ys_warn_count = 1
ys_cells = 72
async_reset_ff_frac = 0
synthTopCellsByArea = dfxtp_1 30%, dlxtn_1 18%, and2_1 7.4%
synth.avg_cell_area_sq_um = 9.349
ys_ff = 18
synth-edff-count = 0
synth_area_leader_cell = dfxtp_1
syn_area_sq_um = 673.1
dominantRegCellSynth = dfxtp_1

[floorplanning]
die_width_um = 96
chipHeight_um = 96
die-area_sq_um = 9216
rows = 27
ios = 13
core_area_sq_um = 5540
fp_util = 0.1215

[worst_hold_path]
holdPathStages = 2
hp-start = present[7]$_SDFF_PN0_
min_to = z$_DFF_P_
min_path_type = flop to flop

[final_timing]
slew_headroom = 0.6407
fin_crit_ns = 1.206
untimed_endpoints = 8
hold_ws_ns = 0.5361
fmax_mhz = 829.0
post-route-period-util = 1.097
setup_ws_ns = -0.1062
rsz0062_at_grt = true
slew_viol_final = 0
hold_viol = 0
unclocked_pins = 8
clock_skew_ns = 0.006817
worst_pin_slew_ns = 0.5389
final-setup-viol-count = 1
fin_tns_setup_ns = -0.1062

[cts]
cts_root_buf = clkbuf_8
ctsHoldBuffers = 0
cts_buffers = 3
h-tree-depth = 1
cts_tree = yes
path_clk_slew_ns = 0.05
clk_path_buf_depth = 2
clk_latency_ns = 0.24

[place]
routabilityCongestion = 0.8152
io_buffer_count = 12
placed_area_sq_um = 953.4
dp_hpwl_um = 1275

[grt]
grt_pass1_wl_um = 2704
grt_pass1_vias = 595
grt_max_degree = 11
grt-ovfl-total = 0
antenna_found_initial = 0
grt_use_total = 0.03765

[job]
max-cap-violations = 0
warnings = 28

[outcome]
violations = setup timing
status = complete, but fails checks
[layer usage]
| layer | up-vias | part of all wire | global-route usage |
|---|---|---|---|
| li1 | 311 | - | - |
| met1 | 261 | 0.49 | 0.04844 |
| met2 | 16 | 0.40 | 0.05437 |
| met3 | 0 | 0.10 | 0.02280 |
| met4 | 0 | 0 | 0.004914 |
| met5 | - | 0 | 0 |
[cell type report]
class / count / area share
clock buffers: 4 / 0.05251
inverters: 3 / 0.01074
multi-input cells: 48 / 0.3067
flip-flops and latches: 18 / 0.3150
well taps: 72 / 0.08592
repair buffers: 29 / 0.2291
[worst register-to-register path: stages, from the launching register on]
cell,delay (ns)
dfxtp_2,0.31
or2_4,0.24
or4_4,0.42
nor4_2,0.14
[power by group through the flow]
stage	Sequential (mW)	Clock (mW)	Combinational, mW
4_1_cts	0.402	0.470	0.107
5_1_grt	0.403	0.490	0.117
6_report	0.402	0.456	0.106
[cells in the final DEF (no fill, tap or decap), types with 3 or more instances in the layout]
cell / instances
nor4_1: 3
buf_4: 16
nand2_1: 3
inv_1: 3
xnor2_1: 3
nor2b_1: 3
dfxtp_2: 8
and2_1: 8
dlxtn_1: 8
dlygate4sd2_1: 9
nor4_2: 3
o21ai_0: 5
and3_1: 3
clkbuf_8: 4
[stage by stage]
| stage | cells | setup WS [ns] | utilization |
|---|---|---|---|
| 5_1_grt | 174 | -0.1565 | 0.1893 |
| 2_1_floorplan | 72 | -0.1602 | - |
| 3_3_place_gp | 165 | -0.06715 | 0.1721 |
| 6_report | 174 | -0.1062 | 0.1893 |
| 4_1_cts | 174 | -0.1122 | 0.1893 |
| 3_5_place_dp | 165 | -0.07212 | 0.1721 |
[what timing repair did]
item	CTS	global route
resized	20	0
endpoints found under the setup margin	11	1
setup buffers	5	0
[state kept, by name (all words and copies together), names as in the netlist]
| register | cells |
|---|---|
| present | 9 |
| next | 8 |
| z | 1 |
[kinds of logic after synthesis]
group           count (synthesis)  share of synthesized area
xor+xnor                        5                    0.06507
simple gates                   31                     0.3067
compound gates                 12                     0.1059
buf+inv                         6                    0.04645
flops                          10                     0.2974
latches                         8                     0.1784
[worst max path at each step]
stage | to | startpoint | slack [ns] | depth (start not counted)
after CTS | z$_DFF_P_ | present[0]$_SDFF_PN1_ | -0.11 | 3
after global routing | z$_DFF_P_ | present[0]$_SDFF_PN1_ | -0.16 | 3
final | z$_DFF_P_ | present[0]$_SDFF_PN1_ | -0.11 | 3
Power is estimated from default activity; no workload was simulated.
